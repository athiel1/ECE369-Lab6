**design/flow/design.v**
```verilog
`timescale 1ns / 1ps
module EX_MEM(MemWrite_in_EXMEM, MemRead_in_EXMEM, Branch_in_EXMEM, MemtoReg_in_EXMEM, 
                RegWrite_in_EXMEM, Zero_in_EXMEM, ALUResult_in_EXMEM, 
                ReadData2_in_EXMEM, mux2_Result_in_EXMEM,
                MemWrite_out_EXMEM, MemRead_out_EXMEM, Branch_out_EXMEM, MemtoReg_out_EXMEM, 
                RegWrite_out_EXMEM, Zero_out_EXMEM, ALUResult_out_EXMEM, 
                ReadData2_out_EXMEM, mux2_Result_out_EXMEM,
                size_in_EXMEM, size_out_EXMEM, Clk_in, Rst, JR_in_EXMEM, JR_out_EXMEM, j_and_jal_in_EXMEM, j_and_jal_out_EXMEM);
  input MemWrite_in_EXMEM;
  input MemRead_in_EXMEM;
  input Branch_in_EXMEM;
  input MemtoReg_in_EXMEM;
  input RegWrite_in_EXMEM;
  input Zero_in_EXMEM;
  input [31:0] ALUResult_in_EXMEM;
  input [31:0] ReadData2_in_EXMEM;
  input [4:0] mux2_Result_in_EXMEM;
  input [1:0] size_in_EXMEM;
  input Clk_in;
  input Rst;
  input JR_in_EXMEM;
  input j_and_jal_in_EXMEM;
  output reg MemWrite_out_EXMEM;
  output reg MemRead_out_EXMEM;
  output reg Branch_out_EXMEM;
  output reg MemtoReg_out_EXMEM;
  output reg RegWrite_out_EXMEM;
  output reg Zero_out_EXMEM;
  output reg [31:0] ALUResult_out_EXMEM;
  output reg [31:0] ReadData2_out_EXMEM;
  output reg [4:0] mux2_Result_out_EXMEM;
  output reg [1:0] size_out_EXMEM;
  output reg JR_out_EXMEM;
  output reg j_and_jal_out_EXMEM;
  always @(posedge Rst or posedge Clk_in) begin
      if (Rst) begin
          MemWrite_out_EXMEM <= 0;
          MemRead_out_EXMEM <= 0;
          Branch_out_EXMEM <= 0;
          MemtoReg_out_EXMEM <= 0;
          RegWrite_out_EXMEM <= 0;
          Zero_out_EXMEM <= 0;
          ALUResult_out_EXMEM <= 0;
          ReadData2_out_EXMEM <= 0;
          mux2_Result_out_EXMEM <= 0;
          size_out_EXMEM <= 0;
          JR_out_EXMEM <= 0;
          j_and_jal_out_EXMEM <= 0;
      end
      else if (Clk_in) begin
          MemWrite_out_EXMEM <= MemWrite_in_EXMEM;
          MemRead_out_EXMEM <= MemRead_in_EXMEM;
          Branch_out_EXMEM <= Branch_in_EXMEM;
          MemtoReg_out_EXMEM <= MemtoReg_in_EXMEM;
          RegWrite_out_EXMEM <= RegWrite_in_EXMEM;
          Zero_out_EXMEM <= Zero_in_EXMEM;
          ALUResult_out_EXMEM <= ALUResult_in_EXMEM;
          ReadData2_out_EXMEM <= ReadData2_in_EXMEM;
          mux2_Result_out_EXMEM <= mux2_Result_in_EXMEM;
          size_out_EXMEM <= size_in_EXMEM;
          JR_out_EXMEM <= JR_in_EXMEM;
          j_and_jal_out_EXMEM <= j_and_jal_in_EXMEM;
      end
  end
endmodule
```
**design/flow/run.sh**
```bash
#!/bin/bash
# OpenROAD 26Q1-2900-gdf79404cd8, Yosys 0.63+post, stock flow scripts
make -C /OpenROAD-flow-scripts/flow DESIGN_CONFIG=/design/flow/config.mk WORK_HOME=/design/flow/orfs finish
```
**design/flow/config.mk**
```make
export PLATFORM = sky130hd
export DESIGN_NAME = EX_MEM
export DESIGN_NICKNAME = EX_MEM
export VERILOG_FILES = /design/flow/design.v
export SDC_FILE = /design/flow/constraint.sdc
export NUM_CORES = 4
export LEC_CHECK = 1
export CORE_UTILIZATION = 30
```
**design/flow/constraint.sdc**
```tcl
current_design EX_MEM

set clk_period 1.0
set clk_io_pct 0.2

create_clock -name clk0 -period $clk_period [get_ports {Clk_in}]

set non_clock_inputs [all_inputs -no_clocks]
set_input_delay [expr $clk_period * $clk_io_pct] -clock clk0 $non_clock_inputs
set_output_delay [expr $clk_period * $clk_io_pct] -clock clk0 [all_outputs]
```
==> impl_metrics.tcl <==
# yosys + openroad results
set metrics [dict create \
    status "finished, violations left" \
    violations "setup timing" \
    top_area_cell "dfrtp_1" \
    post_drt_wl_per_cell_um 12.8 \
    post_cts_buffers 0 \
    fillers 519 \
    arrival_ns 0.81 \
    cp_top_family "flip-flops" \
    switchingPower_w 0.00120 \
    hold_violations 0 \
    place_congestion 0.708 \
    hold_end "mux2_Result_out_EXMEM[4]$_DFF_PP0_" \
    core_area_sq_um 6350 \
    place_ws_ns 0.0145 \
    cts_made_buffers 9 \
    p_seq_share_pct 53.7 \
    die_w_um 83.3 \
    yosysSeqAreaShare_pct 99.8 \
    numSynthFlops 79 \
    max_clock_freq_mhz 989 \
    cts.path.max_buffers 2 \
    yosys_cells 80 \
    postSynth.asyncResetShare_pct 100 \
    synth_area_sq_um 1980 \
    postRouteWirelength_mm 4.31 \
    setup_viol_count_final 20 \
    top_cells_by_count "dfrtp_1, inv_1" \
    crit_chain "buf_2" \
    via_count 1311 \
    area_leaders "dfrtp_1, inv_1" \
    gr-total-overflow 0 \
    clock-root-buffer "clkbuf_8" \
    die_area_sq_um 6930 \
    ant_nets 0 \
    power_density_nw_per_um2 1770 \
    most_common_cell "dfrtp_1" \
    critPathCaptureType "output pin" \
    total_power_w 0.00630 \
    p_clk_share_pct 38.0 \
    cts_hold_buffers 0 \
    irDropWorstVdd_uv 913 \
    drive_gt1_share_pct 38.2 \
    dp_hpwl_mm 3.21 \
    first_pass_iters 4 \
    whs_path_depth 1 \
    drc 0 \
    cts_tree "yes" \
    maxSlewViolCount 0 \
    swShare_pct 19.0 \
    yosysChipArea_sq_um 1980 \
    worst_path_largest_cell_delay_ns 0.37 \
    leakage_nw 1.69 \
    rsz0062_at_grt "true" \
    ys.flop_type "dfrtp_1" \
    min_from "mux2_Result_in_EXMEM[4]" \
    syn_avg_cell_area_sq_um 24.8 \
    ios 160 \
    grt_use_total_pct 13.4 \
    utilization_pct 56.0 \
    drt-initial-drc-count 29 \
    syn_inst 80 \
    worst_pin_slew_ns 0.164 \
    comb_power_share_pct 8.3 \
    crit_slowest_cell "dfrtp_1" \
    cap_viol_max_count 0 \
    worstPathRequired_ns 0.80 \
    cp_num_buf_inv 1 \
    io_buffer_count 159 \
    ys_warn_count 1 \
    synth-edff-count 0 \
    min_period_ns 1.01 \
    grt_pass1_vias 1329 \
    vias_per_cell 3.90 \
    rows 29 \
    top_cell_area_share_pct 99.8 \
    startpoint_type "flip-flop" \
    dieHeight_um 83.3 \
    insertedDiodeCount 0 \
    finalSetupTns_ns -0.0743 \
    grt_max_degree 31 \
    yosysUniqueCellTypes 2 \
    setup_ws_ns -0.0112 \
    antenna_found_initial 0 \
    hold_path.class "primary input to flip-flop" \
    tool_warnings 28 \
    cp_max_fo 1 \
    fin_crit_sh_pct 101 \
    syn_to_final_growth_pct 79.4 \
    logic_area_sq_um 0 \
    critPathKind "flip-flop to output pin" \
    htree_levels 3 \
    cts.clk_slew.worst_paths_ns 0.07 \
    nMultiInputCombCells 0 \
    fp_util_pct 31.2 \
    cts_sinks 79 \
    internal_power_w 0.00510 \
    grt_pass1_wl_mm 6.85 \
    max_slew_margin_pct 89.1 \
]
[sequential cells by signal, summed over array words and instances, names as in the netlist, 2 cells and up]
signal,count
ALUResult_out_EXMEM,32
ReadData2_out_EXMEM,32
mux2_Result_out_EXMEM,5
size_out_EXMEM,2
[routing by layer]
layer | track usage (%) | vias up | part of all wire (%)
met4 | 2.51 | 0 | 1.5
li1 | - | 593 | -
met3 | 7.16 | 6 | 14
met5 | 0 | - | 0
met1 | 20.7 | 618 | 42
met2 | 17.9 | 94 | 43
[placed cells by master, fill, tap and decap left out, drive strengths merged]
cell / count
clkbuf: 13
clkinvlp: 1
clkdlybuf4s50: 80
bufinv: 1
dfrtp: 79
clkinv: 2
buf: 83
[worst max path at each step]
stage                                        startpoint                       to  slack (ns)  cells past startpoint
final                 ReadData2_out_EXMEM[21]$_DFF_PP0_  ReadData2_out_EXMEM[21]       -0.01                      1
after global routing   ReadData2_out_EXMEM[6]$_DFF_PP0_   ReadData2_out_EXMEM[6]       -0.08                      1
after CTS             ReadData2_out_EXMEM[30]$_DFF_PP0_  ReadData2_out_EXMEM[30]       -0.04                      1
[logic make-up after synthesis]
logic type / synth area share, %
buffers and inverters: 0.189
DFF: 99.8
[power groups by stage]
stage                 logic [W]  clock network (W)  registers (W)
after CTS              0.000538            0.00249        0.00338
after global routing   0.000574            0.00265        0.00340
final                  0.000523            0.00239        0.00338
[what timing repair did]
item                       in CTS  in global routing
resized                       239                  0
pin swaps                       0                  0
setup endpoints to repair      79                 79
[metrics by stage]
step / cells / hold slack (ns) / area (sq um)
global route: 336 / 0.265 / 3550
finish: 336 / 0.295 / 3550
detailed placement: 320 / 0.648 / 3740
global placement: 320 / 0.645 / 3740
CTS: 336 / 0.271 / 3550
floorplan: 80 / 0.231 / 1980
[layout make-up]
type	count	area (sq um)	share of cell area, %
Sequential cell	79	1980	55.6
Clock inverter	3	40.0	1.13
Inverter	1	7.51	0.211
Tap cell	77	96.3	2.71
Clock buffer	13	169	4.75
Timing Repair Buffer	163	1260	35.6
