[constraint.sdc]
current_design ID_EX

set clk_period 1.0
set clk_io_pct 0.2

create_clock -name clk0 -period $clk_period [get_ports {Clk_in}]

set non_clock_inputs [all_inputs -no_clocks]
set_input_delay [expr $clk_period * $clk_io_pct] -clock clk0 $non_clock_inputs
set_output_delay [expr $clk_period * $clk_io_pct] -clock clk0 [all_outputs]
[config.mk]
export PLATFORM = sky130hd
export DESIGN_NAME = ID_EX
export DESIGN_NICKNAME = ID_EX
export VERILOG_FILES = /design/flow/design.v
export SDC_FILE = /design/flow/constraint.sdc
export NUM_CORES = 4
export LEC_CHECK = 1
export CORE_AREA = 10 10 157 157
export DIE_AREA = 0 0 167 167
[design.v]
`timescale 1ns / 1ps
module ID_EX(  ReadData1_in_IDEX, ReadData2_in_IDEX, signExtend_in_IDEX, rt_in_IDEX, 
                rd_in_IDEX, RegWrite_in_IDEX, MemtoReg_in_IDEX, Branch_in_IDEX, MemRead_in_IDEX, 
                MemWrite_in_IDEX, RegDst_in_IDEX, ALUOp_in_IDEX, ALUSrc_in_IDEX, 
                  ReadData1_out_IDEX, ReadData2_out_IDEX, signExtend_out_IDEX, 
                rt_out_IDEX, rd_out_IDEX, RegWrite_out_IDEX, MemtoReg_out_IDEX, Branch_out_IDEX, 
                MemRead_out_IDEX, MemWrite_out_IDEX, RegDst_out_IDEX, ALUOp_out_IDEX, ALUSrc_out_IDEX,
                size_in_IDEX, size_out_IDEX, Clk_in, Rst, JR_in_IDEX, JR_out_IDEX, special_rt_in_IDEX, special_rt_out_IDEX, j_and_jal_in_IDEX, j_and_jal_out_IDEX); 
  input [31:0] ReadData1_in_IDEX;
  input [31:0] ReadData2_in_IDEX;
  input [31:0] signExtend_in_IDEX;
  input [4:0] rt_in_IDEX;
  input [4:0] rd_in_IDEX;
  input RegWrite_in_IDEX;
  input MemtoReg_in_IDEX;
  input Branch_in_IDEX;
  input MemRead_in_IDEX;
  input MemWrite_in_IDEX;
  input RegDst_in_IDEX;
  input [5:0] ALUOp_in_IDEX;
  input ALUSrc_in_IDEX; 
  input [1:0] size_in_IDEX;
  input Clk_in;
  input Rst;
  input JR_in_IDEX;
  input j_and_jal_in_IDEX;
  input special_rt_in_IDEX;
  output reg [31:0] ReadData1_out_IDEX;
  output reg [31:0] ReadData2_out_IDEX;
  output reg [31:0] signExtend_out_IDEX;
  output reg [4:0] rt_out_IDEX;
  output reg [4:0] rd_out_IDEX;
  output reg RegWrite_out_IDEX;
  output reg MemtoReg_out_IDEX;
  output reg Branch_out_IDEX;
  output reg MemRead_out_IDEX;
  output reg MemWrite_out_IDEX;
  output reg RegDst_out_IDEX;
  output reg [5:0] ALUOp_out_IDEX;
  output reg ALUSrc_out_IDEX;
  output reg [1:0] size_out_IDEX;
  output reg JR_out_IDEX;
  output reg j_and_jal_out_IDEX;
  output reg special_rt_out_IDEX;
  always @(posedge Rst or posedge Clk_in) begin
    if (Rst) begin
        ReadData1_out_IDEX <= 0;
        ReadData2_out_IDEX <= 0;
        signExtend_out_IDEX <= 0;
        rt_out_IDEX <= 0;
        rd_out_IDEX <= 0;
        RegWrite_out_IDEX <= 0;
        MemtoReg_out_IDEX <= 0;
        Branch_out_IDEX <= 0;
        MemRead_out_IDEX <= 0;
        MemWrite_out_IDEX <= 0;
        RegDst_out_IDEX <= 0;
        ALUOp_out_IDEX <= 0;
        ALUSrc_out_IDEX <= 0; 
        size_out_IDEX <= 0;
        JR_out_IDEX <= 0;
        j_and_jal_out_IDEX <= 0;
        special_rt_out_IDEX <= 0;
    end
    else if (Clk_in) begin
        ReadData1_out_IDEX <= ReadData1_in_IDEX;
        ReadData2_out_IDEX <= ReadData2_in_IDEX;
        signExtend_out_IDEX <= signExtend_in_IDEX;
        rt_out_IDEX <= rt_in_IDEX;
        rd_out_IDEX <= rd_in_IDEX;
        RegWrite_out_IDEX <= RegWrite_in_IDEX;
        MemtoReg_out_IDEX <= MemtoReg_in_IDEX;
        Branch_out_IDEX <= Branch_in_IDEX;
        MemRead_out_IDEX <= MemRead_in_IDEX;
        MemWrite_out_IDEX <= MemWrite_in_IDEX;
        RegDst_out_IDEX <= RegDst_in_IDEX;
        ALUOp_out_IDEX <= ALUOp_in_IDEX;
        ALUSrc_out_IDEX <= ALUSrc_in_IDEX; 
        size_out_IDEX <= size_in_IDEX;
        JR_out_IDEX <= JR_in_IDEX;
        j_and_jal_out_IDEX <= j_and_jal_in_IDEX;
        special_rt_out_IDEX <= special_rt_in_IDEX;
    end
  end
endmodule
[run.sh]
#!/bin/bash
# OpenROAD 26Q1-2900-gdf79404cd8, Yosys 0.63+post, stock flow scripts
make -C /OpenROAD-flow-scripts/flow DESIGN_CONFIG=/design/flow/config.mk WORK_HOME=/design/flow/orfs finish
==> flow_metrics.py <==
# Auto-generated metrics
metrics = {
    "sta": {
        "final_min_period_over_clock_period": 1.10,
        "setup_viol": 124,
        "max_slew_violation_count": 0,
        "fmaxAchievable_mhz": 906,
        "grt_setup_unrepaired": "true",
        "worst_pin_slew_ps": 307,
        "period_needed_ps": 1100,
        "setup_slack_ps": -104,
        "hold_viol_final": 0,
        "slew-limit-headroom": 0.796,
    },
    "logic_synthesis": {
        "area_of_the_mapped_netlist_mm2": 0.00311,
        "ys_async_sr_fraction": 1.00,
        "post-synth-top-area-fraction": 0.999,
        "ys.flop_type": "sky130_fd_sc_hd__dfrtp_1",
        "post_synth_main_logic_family": "buffers and inverters",
        "instance_count_of_the_mapped_netlist": 125,
        "yosysTopAreaCell": "sky130_fd_sc_hd__dfrtp_1",
        "avgSynthCellArea_um2": 24.9,
        "postSynthSeqShare": 0.999,
        "synth-cells-yosys": 125,
        "yosys_area_mm2": 0.00311,
        "yosys.area_share.simple": 0,
        "ys_types": 2,
        "post_synth_ao_oa_area_fraction": 0,
        "ys_sh_xor": 0,
        "synth.top_cells.by_area": "sky130_fd_sc_hd__dfrtp_1 100%, sky130_fd_sc_hd__inv_1 0.12%",
        "synthTopCellsByCount": "124 x sky130_fd_sc_hd__dfrtp_1, 1 x sky130_fd_sc_hd__inv_1",
        "yosys_warnings": 1,
        "ys_sh_adder": 0,
        "enable_flop_cells": 0,
        "yosys_register_bits": 124,
        "post-synth-top-count-cell": "sky130_fd_sc_hd__dfrtp_1",
        "post_synth_mux_area_share": 0,
    },
    "worst_hold_path": {
        "worst_hold_path_type": "in -> async",
    },
    "critical_path": {
        "worstPathArrival_ps": 900,
        "worst-path-max-fanout": 1,
        "cp_top_family": "flip-flops",
        "path_cells": "buf_6",
        "critPathBufInv": 1,
        "timing.critical_path.required_ps": 800,
        "worstSetupPathType": "reg -> out",
        "critical_path.endpoint_type": "output port",
        "cp_slowest_stage_delay_ps": 380,
        "crit_path_start_kind": "flip-flop",
        "crit_slowest_cell": "sky130_fd_sc_hd__dfrtp_1",
    },
    "detailed_routing": {
        "num_vias": 2075,
        "first_pass_iters": 4,
        "drt-vias-per-instance": 3.01,
        "drt_wl_total_um": 10500,
        "wire_per_inst_um": 15.2,
        "insertedDiodeCount": 0,
        "drc": 0,
        "drt-initial-drc-count": 74,
        "drt.antenna.violating_nets": 0,
    },
    "clock_tree": {
        "post_cts_hold_buffer_count": 0,
        "ctsRootBufferMaster": "sky130_fd_sc_hd__clkbuf_16",
        "ctsResizeCount": 398,
        "clock-sinks": 124,
        "tritoncts.num_buffers": 17,
        "cts.path.max_buffers": 2,
        "cts.reportedPaths.clkPinSlew_ps": 60,
        "cts_max_level": 4,
        "tritoncts_clock_tree": "yes",
        "post-cts-setup-buffers": 0,
    },
    "die": {
        "fp.dieW_um": 167,
        "core_area_mm2": 0.0212,
        "floorplan.initialDensity": 0.147,
        "num_rows": 53,
        "design.die.area_mm2": 0.0279,
        "die_y_um": 167,
        "boundaryPins": 250,
    },
    "status": {
        "outcome": "finished, violations left",
        "violations": "setup timing",
    },
    "job": {
        "warning_count": 28,
        "max_cap_viol_count": 0,
    },
    "finish": {
        "final_cell_utilization_of_the_core": 0.284,
        "syn_to_final_growth_pct": 93.6,
        "finalNonFillerCells": 689,
        "layout-drive-gt1-share": 0.399,
        "logic_area_um2": 0,
        "nMultiInputCombCells": 0,
    },
    "pwr": {
        "power.total_w": 0.0121,
        "max-vdd-ir-drop_v": 0.00119,
        "power_per_cell_area_mw_per_mm2": 2020,
        "leakagePower_nw": 2.76,
    },
    "placement": {
        "io_buffers": 249,
        "dp_hpwl_um": 8550,
        "place_congestion": 0.767,
        "post-place-ws_ps": -50.1,
        "place_inst": 657,
    },
    "global_routing": {
        "grt-ovfl-total": 0,
        "track_usage": 0.0746,
        "grt_antenna_before_repair": 0,
        "global_route_wire_length_before_repair_um": 16000,
        "grt_start_max_net_pins": 60,
        "first_global_vias": 2423,
    },
}
tightest hold or removal path: stages:
cell	delay (ps)
sky130_fd_sc_hd__clkdlybuf4s50_1	440
sky130_fd_sc_hd__clkinvlp_4	130
sky130_fd_sc_hd__buf_12	140
metrics by stage:
stage	hold slack, ps	setup TNS (ps)	area, µm²
after floorplan	231	-89940	3110
after global placement	597	-118	6040
after detailed placement	603	-193	6040
after CTS	160	-12440	6010
after global routing	164	-14760	6020
final	173	-8490	6020
cells by family after synthesis:
kind of cell,Yosys count
DFF,124
buffers and inverters,1
sequential cells by signal, summed over array words and instances (netlist names), 2 cells and up:
name	flops
ALUOp_out_IDEX	6
ReadData1_out_IDEX	32
ReadData2_out_IDEX	32
rd_out_IDEX	5
rt_out_IDEX	5
signExtend_out_IDEX	32
size_out_IDEX	2
placed cells by master, fill, tap and decap left out:
cell type and instances:
sky130_fd_sc_hd__buf_4 5, sky130_fd_sc_hd__clkinvlp_4 4, sky130_fd_sc_hd__bufinv_16 2, sky130_fd_sc_hd__clkinv_2 4, sky130_fd_sc_hd__dfrtp_1 124, sky130_fd_sc_hd__buf_6 1, sky130_fd_sc_hd__clkbuf_16 17, sky130_fd_sc_hd__clkbuf_8 1
sky130_fd_sc_hd__clkinv_4 4, sky130_fd_sc_hd__inv_6 1, sky130_fd_sc_hd__clkdlybuf4s50_1 125, sky130_fd_sc_hd__buf_2 123, sky130_fd_sc_hd__buf_12 3
layer usage:
metal / GRT usage / vias to the layer above / part of all wire
met4: 0.0130 / 0 / 0.019
met2: 0.125 / 134 / 0.51
met3: 0.0420 / 9 / 0.12
met1: 0.0824 / 987 / 0.36
met5: 0 / - / 0
li1: - / 945 / -
worst paths after layout:
path / startpoint / endpoint / slack, ps / cells after the start
min: Rst / signExtend_out_IDEX[7]$_DFF_PP0_ / 170 / 3
min in group clk0: signExtend_in_IDEX[30] / signExtend_out_IDEX[30]$_DFF_PP0_ / 230 / 1
max in group asynchronous: Rst / ReadData1_out_IDEX[0]$_DFF_PP0_ / 480 / 3
max: ReadData2_out_IDEX[15]$_DFF_PP0_ / ReadData2_out_IDEX[15] / -100 / 1
area by class of cell:
type	count	area, µm²
tap	275	344
clock buffer	18	439
sequential	124	3100
clock inverter	14	146
inverter	1	7.51
fill	2139	15100
timing repair buffer	257	1980
power by group:
| part | internal, W | switching (W) | total (W) |
|---|---|---|---|
| combinational | 0.000622 | 0.000231 | 0.000853 |
| sequential | 0.00527 | 0.0000535 | 0.00532 |
| clock | 0.00373 | 0.00223 | 0.00596 |
Power is estimated from default activity; no workload was simulated.
